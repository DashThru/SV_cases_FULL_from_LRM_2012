===== design/flow/design.v =====
module addergen1 (co, sum, a, b, ci); 
  parameter SIZE = 4;
  output [SIZE-1:0] sum;
  output co;
  input [SIZE-1:0] a, b; 
  input ci; 
  wire [SIZE :0] c;
  genvar i; 
  assign c[0] = ci;
  for(i=0; i<SIZE; i=i+1) begin:bitnum 
    wire t1, t2, t3;
	xor g1( t1,    a[i], b[i]);
	xor g2( sum[i],  t1, c[i]);
	and g3( t2,    a[i], b[i]);
	and g4( t3,      t1, c[i]);
	or g5 ( c[i+1],  t2, t3);
  end
  assign co = c[SIZE]; 
endmodule
module M1; endmodule
module M2; endmodule
module M3; endmodule
module M4; endmodule
module sv12_lrm_p0754_module_addergen1_co;
  parameter SIZE = 2; 
  genvar i, j, k, m; 
  generate
    for (i=0; i<SIZE; i=i+1) begin:B1       
	  M1 N1();                              
	  for (j=0; j<SIZE; j=j+1) begin:B2     
	    M2 N2();                            
		for (k=0; k<SIZE; k=k+1) begin:B3   
		  M3 N3();                          
        end                                 
	  end
      if (i>0) begin:B4                     
        for (m=0; m<SIZE; m=m+1) begin:B5   
          M4 N4();                          
        end                                 
	  end
   end
  endgenerate
  addergen1 addergen1();
endmodule : sv12_lrm_p0754_module_addergen1_co

===== design/flow/config.mk =====
export PLATFORM = sky130hd
export DESIGN_NAME = addergen1
export DESIGN_NICKNAME = addergen1
export VERILOG_FILES = /design/flow/design.v
export SDC_FILE = /design/flow/constraint.sdc
export NUM_CORES = 4
export LEC_CHECK = 1
export CORE_AREA = 10 10 70 70
export DIE_AREA = 0 0 80 80

===== design/flow/run.sh =====
#!/bin/bash
# OpenROAD 26Q1-2900-gdf79404cd8, Yosys 0.63+post, stock flow scripts
make -C /OpenROAD-flow-scripts/flow DESIGN_CONFIG=/design/flow/config.mk WORK_HOME=/design/flow/orfs finish

===== design/flow/constraint.sdc =====
current_design addergen1

set clk_period 3.0
set clk_io_pct 0.2

create_clock -name clk0 -period $clk_period

set non_clock_inputs [all_inputs -no_clocks]
set_input_delay [expr $clk_period * $clk_io_pct] -clock clk0 $non_clock_inputs
set_output_delay [expr $clk_period * $clk_io_pct] -clock clk0 [all_outputs]

==> results_slide.txt <==
Flow Results at a Glance

Power
  – Cell internal power dissipation: 0.0283 mW
  – Share of power burned in registers: 0
  – Power, Total: 0.0439 mW
  – Power share of the clock group: 0
  – Sw Share: 0.354
  – Largest vdd supply drop: 0.0417 mV
  – Part of the power in combinational logic: 1.000
  – P_sw: 0.0155 mW
  – Power density normalized to cell area: 146 nW/µm²
  – Leakage component of the power: 0.133 nW

Critical path
  – Arrival time at the worst endpoint: 2.31 ns
  – Cell-by-cell listing of the critical path: buf_2 -> inv_2 -> fa_2 -> inv_2 -> fa_2 -> fa_2 -> inv_2 -> fa_2 -> inv_2 -> buf_2
  – Worst setup EP type: output pin
  – Category of the most critical setup path: in -> out
  – Slowest stage delay, CP: 0.43 ns
  – Critical-path maximum fanout: 1
  – Critical path's slowest cell: sky130_fd_sc_hd__fa_2
  – Kind of start point of the critical path: primary input
  – Data required time of the worst path: 2.40 ns

Run
  – Stage-log warning count: 32
  – Max-cap violations: 0

Synth
  – Cell area after technology mapping: 118 µm²
  – Post-synth cell types: 2
  – Mean area per synthesized cell: 8.40 µm²
  – Number of cell instances after yosys synthesis: 14
  – Number of warnings issued by yosys: 0
  – Number of instances in the synthesized netlist: 14
  – Area figure in the yosys stat output: 118 µm²
  – Share of synthesized area occupied by flip-flops and latches: 0

Final timing
  – Unrepaired setup endpoints after global routing: false
  – Setup Viol. Count Final: 0
  – Worst rel slew slack: 0.935
  – Final period util: 0.969
  – Least-Margin Pin Slew: 0.0967 ns
  – Min Clock Period, post-route: 2.91 ns
  – Fmax: 344 MHz
  – Number of slew-limit violations in the final report: 0
  – Setup slack of the critical path after layout: 0.0926 ns
  – Hold_ws: 1.98 ns
  – Fin Setup TNS: 0 ns
  – Fin. Hold Viols: 0

Outcome
  – Status: finished clean

Clocking
  – Hold bufs inserted after CTS: 0
  – Post-CTS setup buffer count: 0

Drt
  – Via-to-Cell Ratio: 1.80
  – Post-route DRC violation count: 0
  – WL final: 472 µm
  – DRT iter0 DRCs: 0
  – N_diodes: 0
  – First-pass DRT Iterations: 1
  – Overall via count from detail_route: 133
  – Detail Route Antenna Nets: 0
  – Drt wl/cell: 6.38 µm

Global route
  – Overall fraction of global-route tracks in use: 0.0141
  – Initial antenna violation count: 0
  – Via count of the first global-routing pass: 149
  – Pin count of the biggest net entering global routing: 2
  – First-pass GRT wire length: 717 µm
  – Congestion Overflow GR: 0

Place
  – Post-Place Cells: 74
  – Weighted congestion reported at the end of routability-driven placement: 0.779
  – Placement-stage worst setup slack: -0.741 ns
  – Cell area after placement: 315 µm²
  – Final HPWL DP: 461 µm
  – Number of I/O port buffers: 14

Die
  – Die width: 80 µm
  – Area of the placeable core: 3420 µm²
  – Starting utilization of the core area: 0.0344
  – IO Pins: 14
  – Area of the die: 6400 µm²
  – Row cnt: 21
  – Die y size: 80 µm

Finish
  – Fraction of final layout cells sized beyond drive strength 1: 0.500
  – Signed area change from the synthesized netlist to the final layout: 155%
  – Number of filler instances in the final layout: 406
  – Final cell count without fillers: 74
  – Post-route design area: 300 µm²
  – Most numerous logic cells after layout: sky130_fd_sc_hd__inv_2 (6), sky130_fd_sc_hd__clkdlybuf4s50_1 (6)
  – Clkbuf count: 0
  – Seq cells: 0
  – Fin util: 0.0879
  – Sequential standard cell area: 0 µm²

Hold path
  – Hold Crit Class: in -> out
  – Worst hold path cell count: 5
[layer usage]
metal / GRT usage / up-vias / part of all wire
met4: 0 / 0 / 0
li1: - / 60 / -
met2: 0.0209 / 13 / 0.33
met1: 0.0200 / 60 / 0.53
met5: 0 / - / 0
met3: 0.00568 / 0 / 0.13
[timing repair]
item | CTS | global route
pin swaps | 4 | 4
resized | 25 | 1
endpoints found under the setup margin | 4 | 1
[power by group through the flow]
stage / clock, mW / combinational, mW / sequential [mW]
global route: 0 / 0.0508 / 0
CTS: 0 / 0.0462 / 0
finish: 0 / 0.0439 / 0
[worst max-delay path, delay by kind of cell]
kind	cells	cell delay [ns]
fa+ha+maj	4	1.31
buf+inv	6	0.39
[path summary, 6_finish.rpt]
| kind | end | startpoint | slack, ns |
|---|---|---|---|
| worst max-delay path | sum[3] | b[0] | 0.09 |
| worst min-delay path | sum[0] | a[0] | 1.98 |
[cell usage after synthesis]
library cell	count	share of area
sky130_fd_sc_hd__inv_1	10	0.32
sky130_fd_sc_hd__fa_1	4	0.68
[area by class of cell]
class | instances | area (µm²) | area share
well taps | 46 | 57.6 | 0.192
inverters | 10 | 37.5 | 0.125
multi-input cells | 4 | 90.1 | 0.300
repair buffers | 14 | 115 | 0.383
[cells by family after synthesis]
kind of cell / Yosys count / synth area share
adder cells (fa/ha/maj): 4 / 0.681
buffers and inverters: 10 / 0.319
Power and IR drop assume default switching activity.
